`./run.sh`:
```
#!/bin/bash
# OpenROAD 26Q1-2900-gdf79404cd8, Yosys 0.63+post, stock flow scripts
make -C /OpenROAD-flow-scripts/flow DESIGN_CONFIG=/design/flow/config.mk WORK_HOME=/design/flow/orfs finish
```
`./design.v`:
```
`timescale 1ns / 1ps
module display #(
    parameter IMAGE_WIDTH = 1280,
    parameter IMAGE_HEIGHT = 720,
    parameter START_WIDTH = 7,
    parameter START_HEIGHT = 0,
    parameter UNIT = "angle"
)
(
    input clk,
    input rstn,
  input wire [23:0] s_axis_tdata,  
  input wire s_axis_tvalid,  
  output wire s_axis_tready,  
  input wire s_axis_tlast,  
  input wire s_axis_tuser,  
  output wire [23:0] m_axis_tdata,  
  output wire m_axis_tvalid,  
  input wire m_axis_tready,  
  output wire m_axis_tlast,  
  output wire m_axis_tuser,  
    input wire [31:0] angle
    );
    localparam TOTAL_WIDTH = (UNIT == "current") ? 5 : (UNIT == "voltage") ? 3 : 4;
    wire [3:0] hundreds = angle[11:8];
    wire [3:0] tens = angle[7:4];
    wire [3:0] ones = angle[3:0];
  wire          ready = m_axis_tready;
  wire          valid = s_axis_tvalid;
  wire [23:0]   data = s_axis_tdata;
  wire          last = s_axis_tlast;
  wire          user = s_axis_tuser;
  assign s_axis_tready = ready;
  assign m_axis_tvalid = valid;
  assign m_axis_tlast = last;
  assign m_axis_tuser = user;
  reg [$clog2(IMAGE_WIDTH)-1:0] pix_counter;
  reg [$clog2(IMAGE_HEIGHT)-1:0] line_number;
  wire pixel_valid;
  always @(posedge clk) begin
    if (!rstn) begin  
      pix_counter <= 0;
      line_number <= 0;
    end else if (ready && valid && user) begin  
      pix_counter <= 1;
      line_number <= 0;
    end else begin
      if (ready && valid) begin
        if (pix_counter == IMAGE_WIDTH-1 || last) begin
          pix_counter <= 0;
          line_number <= line_number + 1;
        end else begin
          pix_counter <= pix_counter + 1;
        end
      end
    end
  end
(* ram_type = "distributed" *) reg [7:0] font_rom [0:15][0:7];
initial begin
  font_rom[0][0] = 8'b00111100;
  font_rom[0][1] = 8'b01000010;
  font_rom[0][2] = 8'b01000010;
  font_rom[0][3] = 8'b01000010;
  font_rom[0][4] = 8'b01000010;
  font_rom[0][5] = 8'b01000010;
  font_rom[0][6] = 8'b01000010;
  font_rom[0][7] = 8'b00111100;
  font_rom[1][0] = 8'b00001000;
  font_rom[1][1] = 8'b00011000;
  font_rom[1][2] = 8'b00101000;
  font_rom[1][3] = 8'b00001000;
  font_rom[1][4] = 8'b00001000;
  font_rom[1][5] = 8'b00001000;
  font_rom[1][6] = 8'b00001000;
  font_rom[1][7] = 8'b00111100;
  font_rom[2][0] = 8'b00111100;
  font_rom[2][1] = 8'b01000010;
  font_rom[2][2] = 8'b00000010;
  font_rom[2][3] = 8'b00000100;
  font_rom[2][4] = 8'b00001000;
  font_rom[2][5] = 8'b00110000;
  font_rom[2][6] = 8'b01000000;
  font_rom[2][7] = 8'b01111110;
  font_rom[3][0] = 8'b00111100;
  font_rom[3][1] = 8'b01000010;
  font_rom[3][2] = 8'b00000010;
  font_rom[3][3] = 8'b00011100;
  font_rom[3][4] = 8'b00000010;
  font_rom[3][5] = 8'b00000010;
  font_rom[3][6] = 8'b01000010;
  font_rom[3][7] = 8'b00111100;
  font_rom[4][0] = 8'b00000100;
  font_rom[4][1] = 8'b00001100;
  font_rom[4][2] = 8'b00010100;
  font_rom[4][3] = 8'b00100100;
  font_rom[4][4] = 8'b01000100;
  font_rom[4][5] = 8'b01111110;
  font_rom[4][6] = 8'b00000100;
  font_rom[4][7] = 8'b00000100;
  font_rom[5][0] = 8'b01111110;
  font_rom[5][1] = 8'b01000000;
  font_rom[5][2] = 8'b01000000;
  font_rom[5][3] = 8'b01111100;
  font_rom[5][4] = 8'b00000010;
  font_rom[5][5] = 8'b00000010;
  font_rom[5][6] = 8'b01000010;
  font_rom[5][7] = 8'b00111100;
  font_rom[6][0] = 8'b00111100;
  font_rom[6][1] = 8'b01000010;
  font_rom[6][2] = 8'b01000000;
  font_rom[6][3] = 8'b01111100;
  font_rom[6][4] = 8'b01000010;
  font_rom[6][5] = 8'b01000010;
  font_rom[6][6] = 8'b01000010;
  font_rom[6][7] = 8'b00111100;
  font_rom[7][0] = 8'b01111110;
  font_rom[7][1] = 8'b00000010;
  font_rom[7][2] = 8'b00000100;
  font_rom[7][3] = 8'b00001000;
  font_rom[7][4] = 8'b00010000;
  font_rom[7][5] = 8'b00100000;
  font_rom[7][6] = 8'b00100000;
  font_rom[7][7] = 8'b00100000;
  font_rom[8][0] = 8'b00111100;
  font_rom[8][1] = 8'b01000010;
  font_rom[8][2] = 8'b01000010;
  font_rom[8][3] = 8'b00111100;
  font_rom[8][4] = 8'b01000010;
  font_rom[8][5] = 8'b01000010;
  font_rom[8][6] = 8'b01000010;
  font_rom[8][7] = 8'b00111100;
  font_rom[9][0] = 8'b00111100;
  font_rom[9][1] = 8'b01000010;
  font_rom[9][2] = 8'b01000010;
  font_rom[9][3] = 8'b01000010;
  font_rom[9][4] = 8'b00111110;
  font_rom[9][5] = 8'b00000010;
  font_rom[9][6] = 8'b01000010;
  font_rom[9][7] = 8'b00111100;
  font_rom[10][0] = 8'b00110000;
  font_rom[10][1] = 8'b01001000;
  font_rom[10][2] = 8'b01001000;
  font_rom[10][3] = 8'b00110000;
  font_rom[10][4] = 8'b00000000;
  font_rom[10][5] = 8'b00000000;
  font_rom[10][6] = 8'b00000000;
  font_rom[10][7] = 8'b00000000;
  font_rom[11][0] = 8'b01000010;
  font_rom[11][1] = 8'b01000010;
  font_rom[11][2] = 8'b01000010;
  font_rom[11][3] = 8'b01000010;
  font_rom[11][4] = 8'b00100100;
  font_rom[11][5] = 8'b00100100;
  font_rom[11][6] = 8'b00100100;
  font_rom[11][7] = 8'b00011000;
  font_rom[12][0] = 8'b00000000;
  font_rom[12][1] = 8'b00000000;
  font_rom[12][2] = 8'b00000000;
  font_rom[12][3] = 8'b00000000;
  font_rom[12][4] = 8'b00110110;
  font_rom[12][5] = 8'b01001001;
  font_rom[12][6] = 8'b01001001;
  font_rom[12][7] = 8'b01001001;
  font_rom[13][0] = 8'b00011000;
  font_rom[13][1] = 8'b00100100;
  font_rom[13][2] = 8'b00100100;
  font_rom[13][3] = 8'b00100100;
  font_rom[13][4] = 8'b01111110;
  font_rom[13][5] = 8'b01000010;
  font_rom[13][6] = 8'b01000010;
  font_rom[13][7] = 8'b01000010;
  font_rom[14][0] = 8'b00000000;
  font_rom[14][1] = 8'b01100110;
  font_rom[14][2] = 8'b01100110;
  font_rom[14][3] = 8'b01100110;
  font_rom[14][4] = 8'b01100110;
  font_rom[14][5] = 8'b01100110;
  font_rom[14][6] = 8'b01100110;
  font_rom[14][7] = 8'b00000000;
  font_rom[15][0] = 8'b00000000;
  font_rom[15][1] = 8'b00000000;
  font_rom[15][2] = 8'b00000000;
  font_rom[15][3] = 8'b00000000;
  font_rom[15][4] = 8'b00000000;
  font_rom[15][5] = 8'b00000000;
  font_rom[15][6] = 8'b00000000;
  font_rom[15][7] = 8'b00000000;
end
    wire [3:0] unit_1;
    wire [3:0] unit_2;
    generate
        if(UNIT == "angle") begin
            assign unit_1 = 4'd10;
            assign unit_2 = 4'd0;
        end else if(UNIT == "voltage") begin
            assign unit_1 = 4'd11;
            assign unit_2 = 4'd0;
        end else if (UNIT == "current") begin
            assign unit_1 = 4'd12;
            assign unit_2 = 4'd13;
        end else if (UNIT == "stopgo") begin
            assign unit_1 = angle == 0 ? 4'd14 : 4'd0;
            assign unit_2 = 4'd0;
        end
    endgenerate
    wire [3:0] digit;
    generate
        if (UNIT == "stopgo") begin
            assign digit = (pix_counter[10:7] == START_WIDTH && angle == 1) ? 4'd14 : 4'd15;
        end else if(UNIT == "voltage") begin
            assign digit = (pix_counter[10:7] == START_WIDTH) ? tens :
                             (pix_counter[10:7] == START_WIDTH+1) ? ones :
                             (pix_counter[10:7] == START_WIDTH+2) ? unit_1 : 
                             (pix_counter[10:7] == START_WIDTH+3) ? unit_2 : 4'd15;
        end else begin
            assign digit = (pix_counter[10:7] == START_WIDTH) ? hundreds :
                             (pix_counter[10:7] == START_WIDTH+1) ? tens :
                             (pix_counter[10:7] == START_WIDTH+2) ? ones : 
                             (pix_counter[10:7] == START_WIDTH+3) ? unit_1 : 
                             (pix_counter[10:7] == START_WIDTH+4) ? unit_2 : 4'd0;
        end
    endgenerate
    wire start_write = (pix_counter[10:7] >= START_WIDTH && pix_counter[10:7] <= START_WIDTH+TOTAL_WIDTH-1) && (line_number >= START_HEIGHT && line_number < START_HEIGHT+128);
    wire [2:0] rom_row = line_number[6:4];      
    wire [2:0] rom_col = pix_counter[6:4];    
    wire pixel_on = start_write && font_rom[digit][rom_row][7 - rom_col];
    assign pixel_valid = valid && ready && pixel_on;
    assign m_axis_tdata = pixel_valid ? 'h00FF00 : data;
endmodule
```
`./config.mk`:
```
export PLATFORM = sky130hd
export DESIGN_NAME = display
export DESIGN_NICKNAME = display
export VERILOG_FILES = /design/flow/design.v
export SDC_FILE = /design/flow/constraint.sdc
export NUM_CORES = 4
export LEC_CHECK = 1
export CORE_UTILIZATION = 30
```
`./constraint.sdc`:
```
current_design display

set clk_period 4.8
set clk_io_pct 0.2

create_clock -name clk0 -period $clk_period [get_ports {clk}]

set non_clock_inputs [all_inputs -no_clocks]
set_input_delay [expr $clk_period * $clk_io_pct] -clock clk0 $non_clock_inputs
set_output_delay [expr $clk_period * $clk_io_pct] -clock clk0 [all_outputs]
```
==> results.json <==
{
  "outcome": "finished with violations",
  "violations": "setup timing",
  "cp_slowest_stage_delay_ns": 0.54,
  "clock_sinks": 21,
  "synth-edff-count": 0,
  "maxCapViolations": 0,
  "ioPinCount": 90,
  "grt_pass1_wl_um": 12400,
  "finalHoldViolCount": 0,
  "grt_max_degree": 25,
  "globalplace.congestion": 0.916,
  "cts_tree": "done",
  "dp_hpwl_um": 5610,
  "cts-root-buf": "clkbuf_8",
  "synth-compound-area-share_pct": 31.9,
  "ys_sh_simple_pct": 24.5,
  "drive_gt1_share_pct": 22.0,
  "drt-initial-drc-count": 235,
  "track_usage_pct": 17.4,
  "fp-utilization_pct": 31.0,
  "yosysWarnings": 1,
  "clk_pin_slew_ns": 0.07,
  "drtPass1Iterations": 4,
  "die_h_um": 94.4,
  "period_used_pct": 103,
  "grt_pass1_vias": 2523,
  "area_delta_synth_final_pct": 54.1,
  "ys_types": 67,
  "clock_skew_ns": 0.00193,
  "mux_share_pct": 3.76,
  "final_common_cell": "clkdlybuf4s50_1",
  "min_path_type": "reg2reg",
  "area_leaders": "dfxtp_1 16%, a211oi_1 8.2%, nor2_1 6.0%, ha_1 4.9%, nand2_1 4.4%",
  "holdWs_ns": 0.498,
  "antenna_found_initial": 0,
  "drc": 0,
  "crit_fanout": 12,
  "rsz0062_at_grt": "true",
  "fillers": 745,
  "arrival_ns": 3.98,
  "final_area_um2": 3950,
  "routed_via_density": 5.35,
  "period_minus_slack_ns": 4.94,
  "critPathLaunchType": "primary input",
  "ir_drop_mv": 0.131,
  "pwr_density_cell_nw_per_um2": 93.0,
  "crit_slowest_cell": "mux4_2",
  "cts_buffers": 3,
  "wl_per_cell_um": 14.9,
  "p_leak_nw": 1.59,
  "required_ns": 3.84,
  "maxSlewViolCount": 0,
  "yosys.area.top_type": "dfxtp_1",
  "endpoint_kind": "output pin",
  "postSynthSeqShare_pct": 16.4,
  "wl_um": 8060,
  "yosysCellCount": 348,
  "avgSynthCellArea_um2": 7.36,
  "ys_async_sr_fraction_pct": 0,
  "grt-ovfl-total": 0,
  "hold_buffers": 0,
  "placed_cell_area_um2": 3470,
  "antenna_cells": 0,
  "most-common-layout-cells": "50 x clkdlybuf4s50_1, 41 x nor2_1, 35 x buf_4",
  "clockBufferDepth": 2,
  "insertion_delay_ns": 0.25,
  "stdcell_count": 542,
  "ant_nets": 0,
  "numPortBuffers": 69,
  "yosys_area_um2": 2560,
  "fp.dieW_um": 94.4,
  "fp.coreArea_um2": 8260,
  "ys_sh_adder_pct": 4.89,
  "cp_cell_sequence": "dlygate4sd2_1, mux2_4, a22oi_4, buf_6, mux4_2, o2111ai_4, a2111oi_4, buf_4, bufbuf_16, a211oi_1, clkdlybuf4s50_1",
  "path_buffers": 5,
  "crit_type": "in2out",
  "dp.cells": 521,
  "vias": 2899,
  "path_delay_family": "buffers and inverters",
  "htree_levels": 1,
  "fin_ws_ns": -0.138,
  "slew_headroom_pct": 65.4,
  "tightest_slew_ns": 0.518,
  "fmax_mhz": 203,
  "xor_area_share_pct": 6.50,
  "numSynthFlops": 21,
  "ff_type": "dfxtp_1",
  "placementRows": 33,
  "netlist_area_um2": 2560,
  "synthCells": 348,
  "top_area_share_pct": 16.4,
  "die-area_um2": 8910,
  "logic_family": "AND-OR/OR-AND gates",
  "finalSetupViolations": 10,
  "place_ws_ns": -0.199,
  "warnings": 53
}
[stage by stage]
step	total power [mW]	utilization [%]	setup TNS [ns]
after floorplan	0.200	-	0
after global placement	0.259	42.0	-3.84
after detailed placement	0.260	42.0	-4.19
after CTS	0.372	45.1	-2.15
after global routing	0.387	47.8	-1.93
final	0.367	47.8	-1.04
[cells by family after synthesis]
logic type               after synthesis
buffers and inverters                 60
XOR/XNOR                              19
AND/OR/NAND/NOR                      125
flip-flops                            21
adder cells (fa/ha/maj)               10
AND-OR/OR-AND                        105
multiplexers                           8
[cells in the mapped netlist (10+ instances only)]
cell,count
o21ai_0,11
ha_1,10
inv_1,26
xnor2_1,12
nor2_1,41
nand3_1,10
a21oi_1,17
nand2_1,30
dfxtp_1,21
a211oi_1,28
clkbuf_1,10
[per-layer routing]
layer  global-route usage (%)  vias up  wire (um)
met5                        0        -          0
met4                     1.92        0         48
met3                     2.53        6        632
met2                     26.4      123       3490
met1                     26.9     1326       3880
li1                         -     1444          -
[report_power, final]
group          internal, mW  switching [mW]  total, mW
clock network        0.0590          0.0534      0.112
registers             0.175         0.00120      0.177
logic                0.0552          0.0227     0.0779
total                 0.290          0.0773      0.367
[worst min-delay path: cells and delay by family (launching register included)]
| kind | cells | cell delay, ns |
|---|---|---|
| AOI/OAI and AO/OA | 1 | 0.06 |
| DFF | 1 | 0.33 |
| and+or+nand+nor | 1 | 0.06 |
[area by class of cell]
type / count / area (um2) / share of cell area (%)
tap: 105 / 131 / 3.33
sequential: 21 / 422 / 10.7
multi-input combinational: 267 / 2050 / 51.8
clock buffer: 4 / 45.0 / 1.14
inverter: 27 / 101 / 2.57
timing repair buffer: 118 / 1200 / 30.4
[timing repair]
item,in CTS,in global routing
endpoints found under the setup margin,24,22
cloned,2,0
resized,23,45
pin swaps,2,15
setup buffers,9,9
[flip-flops by register name (all words and copies together) (netlist names)]
name,flops
pix_counter,11
line_number,10
[worst paths after layout]
check / from / to / slack [ns] / cells past startpoint
setup / recovery: angle[4] / m_axis_tdata[6] / -0.14 / 11
hold / removal: pix_counter[1] / pix_counter[1] / 0.50 / 2
setup reg to reg: pix_counter[10] / line_number[9] / 2.08 / 8
hold reg to reg: pix_counter[1] / pix_counter[1] / 0.50 / 2
No activity file was given, so power comes from the tool's default toggle rates.
